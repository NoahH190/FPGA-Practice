==> ./design.v <==
module min4(
  input   [7:0] a,
  input   [7:0] b,
  input   [7:0] c,
  input   [7:0] d,
  output  [7:0] min
);
  reg [7:0] med1;
  reg [7:0] med2;
  assign med1 = (a < b) ? b : a; 
  assign med2 = (c < d) ? d : c;
  assign min = (med1 < med2) ? med2 : med1;
endmodule
==> ./run.sh <==
#!/bin/bash
# OpenROAD 26Q1-2900-gdf79404cd8, Yosys 0.63+post, stock flow scripts
make -C /OpenROAD-flow-scripts/flow DESIGN_CONFIG=/design/flow/config.mk WORK_HOME=/design/flow/orfs finish
==> ./config.mk <==
export PLATFORM = sky130hd
export DESIGN_NAME = min4
export DESIGN_NICKNAME = min4
export VERILOG_FILES = /design/flow/design.v
export SDC_FILE = /design/flow/constraint.sdc
export NUM_CORES = 4
export LEC_CHECK = 1
export CORE_AREA = 10 10 74 74
export DIE_AREA = 0 0 84 84
==> ./constraint.sdc <==
current_design min4

set clk_period 6.8
set clk_io_pct 0.2

create_clock -name clk0 -period $clk_period

set non_clock_inputs [all_inputs -no_clocks]
set_input_delay [expr $clk_period * $clk_io_pct] -clock clk0 $non_clock_inputs
set_output_delay [expr $clk_period * $clk_io_pct] -clock clk0 [all_outputs]
==> metrics.yaml <==
detailed_routing:
  first_pass_iters: 4
  detail_route.drc_violations: 0
  vias_per_cell: 4.31
  drt-wirelength-per-cell_um: 11.2
  initialDrtViolationCount: 40
  met1Wirelength_mm: 1.23
  detail-route-antenna-nets: 0
  number_of_inserted_diodes: 0
  route.met3.wl_um: 227
  routed-wl-met2_um: 971
  finalWirelength_mm: 2.43
  via_count: 940
  route.top_layer_used: "met3"
floorplan:
  design.die.area_um2: 7060
  die_height_um: 84
  initCoreUtil_pct: 22.0
  number_of_i_o_pins: 40
  design.core.area_um2: 3970
  die.size.x_um: 84
  num_rows: 23
hold_path:
  hold_path.class: "in -> out"
finish:
  final_core_density_pct: 34.5
  finish.instance_area_um2: 1370
  clock_buffers: 0
  post_route_cells_drive_above_1_share_pct: 8.33
  areaGrowthSynthToFinish_pct: 56.9
  design.seq.count: 0
  layout_top_cells_excl_fill_tap: "sky130_fd_sc_hd__clkdlybuf4s50_1, sky130_fd_sc_hd__inv_1, sky130_fd_sc_hd__ha_1"
  seqCellArea_um2: 0
  final_layout_top_logic_cell: "sky130_fd_sc_hd__clkdlybuf4s50_1"
  filler_cell_count: 428
sta:
  slew-limit-headroom_pct: 74.9
  period_needed_ns: 6.44
  hold_viol: 0
  worst_pin_slew_ns: 0.375
  post-route-worst-setup-slack_ns: 0.359
  setup_violations: 0
  setup_total_negative_slack_ns: 0
  maxSlewViolCount: 0
  max_freq_ghz: 0.155
  timing.hold.ws_ns: 3.82
  rsz0062_at_grt: "false"
  period_used_pct: 94.7
grt:
  track_usage_pct: 6.56
  grt_start_max_net_pins: 15
  overflow: 0
  antenna_violations_before_repair: 0
  wire_length_of_the_first_global_routing_pass_mm: 4.04
  first_global_vias: 931
place:
  dp_hpwl_mm: 2.24
  detailed_place.area_um2: 1340
  io_buffer_count: 40
  gpl.final_weighted_congestion: 0.777
  place_ws_ns: 0.202
yosys:
  post_synth_xor_area_fraction_pct: 0
  synthMuxAreaShare_pct: 8.02
  ys_seq_share_pct: 0
  synth_top_cell_by_area: "sky130_fd_sc_hd__ha_1"
  ys_chip_area_um2: 873
  synth_cell_types: 34
  ys_top_cells_by_area: "sky130_fd_sc_hd__ha_1, sky130_fd_sc_hd__a21oi_1, sky130_fd_sc_hd__inv_1, sky130_fd_sc_hd__mux2i_1, sky130_fd_sc_hd__nor2_1"
  area_share_of_the_leading_cell_type_in_the_synthesized_netlist_pct: 30.1
  syn_std_cell_area_um2: 873
  synth.comb.largest_family: "AND-OR/OR-AND gates"
  tally_of_yosys_warning_messages: 2
  synthAoiAreaFrac_pct: 33.4
  yosys_cells: 125
  synthCells: 125
  synth_adder_area_share_pct: 30.1
  post_synth.cell_area_avg_um2: 6.99
  synth-simple-area-share_pct: 17.3
critical_path:
  criticalPathCategory: "in -> out"
  worstPathRequired_ns: 5.44
  crit_path_end_kind: "output pin"
  cp.arrival_ns: 5.08
  setup.worst_path.start: "b[5]"
  highest_fanout_seen_on_the_critical_path: 10
  crit_path_start_kind: "primary input"
  timing.critical_path.to: "min[3]"
power:
  total_leakage_power_nw: 0.669
  vdd.ir_drop.worst_mv: 0.0372
  cellPowerDensity_nw_per_um2: 111
clock_network:
  holdBufCountCts: 0
status:
  run_status: "completed"
run:
  max_cap_violations: 0
  tool_warnings: 32
[critical path, cell delays in order]
cell	delay (ns)
sky130_fd_sc_hd__clkdlybuf4s50_1	0.45
sky130_fd_sc_hd__inv_1	0.05
sky130_fd_sc_hd__ha_1	0.29
sky130_fd_sc_hd__a211o_1	0.32
sky130_fd_sc_hd__a21oi_1	0.20
sky130_fd_sc_hd__o21ai_2	0.17
sky130_fd_sc_hd__buf_4	0.17
sky130_fd_sc_hd__a21oi_1	0.17
sky130_fd_sc_hd__inv_1	0.06
sky130_fd_sc_hd__ha_1	0.30
sky130_fd_sc_hd__a21oi_1	0.12
sky130_fd_sc_hd__nor2b_1	0.05
sky130_fd_sc_hd__o21ai_0	0.14
sky130_fd_sc_hd__o211ai_1	0.18
sky130_fd_sc_hd__a21oi_4	0.18
sky130_fd_sc_hd__buf_4	0.16
sky130_fd_sc_hd__mux2i_1	0.20
sky130_fd_sc_hd__clkdlybuf4s50_1	0.50
[Yosys cell counts, drive strengths merged]
master / number
or2: 1
o32ai: 1
inv: 24
nor2: 17
nand2b: 3
o21ai: 5
a31o: 1
o211ai: 1
ha: 21
a32o: 1
nor2b: 1
and2: 1
a21oi: 21
nand2: 1
nor3: 1
a21boi: 1
a311oi: 1
a211oi: 1
mux2i: 7
nor4: 1
a211o: 2
nand4: 2
nand3: 1
o21a: 1
a21o: 2
o22ai: 2
clkbuf: 2
a2111o: 1
and4: 1
[through the flow]
stage,std cells,power [W]
global route,218,0.000173
floorplan,125,0.0000783
detailed placement,215,0.000145
finish,218,0.000151
global placement,215,0.000145
CTS,215,0.000146
[layer usage]
metal	up-vias	global-route usage (%)
li1	537	-
met1	379	8.92
met2	24	10.1
met3	0	2.56
met4	0	0
met5	-	0
[logic make-up (layout without fill, tap and decap cells)]
logic type / Yosys count / in the layout
muxes: 7 / 7
AOI/OAI and AO/OA: 41 / 41
adders and majority gates: 21 / 21
and+or+nand+nor: 30 / 30
buffers and inverters: 26 / 69
[timing repair]
action                     in CTS  in global routing
setup endpoints to repair       0                  8
gates resized                   0                  1
setup buffers                   0                  3
[power breakdown]
part	internal [W]	switching, W
clock	0	0
sequential	0	0
combinational	0.0000884	0.0000630
[area by class of cell]
cell class                      count  area [um2]  share of cell area [%]
Inverter                           24        90.1                    6.58
Multi-Input combinational cell     99         779                    56.9
Tap cell                           50        62.6                    4.57
Timing Repair Buffer               45         438                    32.0
[worst min path at each step]
stage	startpoint	endpoint	slack, ns	depth (start not counted)
CTS	a[5]	min[5]	3.84	4
global route	a[5]	min[5]	3.88	4
finish	a[5]	min[5]	3.82	4
Power is estimated from default activity; no workload was simulated.
