[flow/run.sh]
#!/bin/bash
# OpenROAD 26Q1-2900-gdf79404cd8, Yosys 0.63+post, stock flow scripts
make -C /OpenROAD-flow-scripts/flow DESIGN_CONFIG=/design/flow/config.mk WORK_HOME=/design/flow/orfs finish
[flow/config.mk]
export PLATFORM = sky130hd
export DESIGN_NAME = clock_div10
export DESIGN_NICKNAME = clock_div10
export VERILOG_FILES = /design/flow/design.v
export SDC_FILE = /design/flow/constraint.sdc
export NUM_CORES = 4
export LEC_CHECK = 1
export CORE_AREA = 10 10 106 106
export DIE_AREA = 0 0 116 116
[flow/constraint.sdc]
current_design clock_div10

set clk_period 4.8
set clk_io_pct 0.2

create_clock -name clk0 -period $clk_period [get_ports {clk}]

set non_clock_inputs [all_inputs -no_clocks]
set_input_delay [expr $clk_period * $clk_io_pct] -clock clk0 $non_clock_inputs
set_output_delay [expr $clk_period * $clk_io_pct] -clock clk0 [all_outputs]
[flow/design.v]
module clock_div10(
  input       clk,
  input       reset,
  output reg  clk_out
);
  integer i;
  always @(posedge clk or posedge reset)
    if(reset) begin
      clk_out <= 0;
      i <= 0;
    end
    else begin 
      if (19 <= i) begin
        clk_out <= 0;
        i <= 0;
      end
      else if(10 <= i && i < 20) begin
        clk_out <= 1;
        i <= i + 1;
      end 
      else begin 
        clk_out <= 0;     
        i <= i + 1;
      end
    end 
endmodule
==> ci_impl_report.md <==
### Metrics collected by this job

| Metric | Value |
|---|---|
| Outcome | `finished, final reports clean` |
| Worst r2r src | `i[0]` |
| WP data arrival | `2.28 ns` |
| Logic cell area | `867 µm²` |
| Power density cells | `260 mW/mm²` |
| Drt first-iter violations | `around 87` |
| Cell Int Power | `0.409 mW` |
| WL per Instance | `around 11 µm` |
| Tool Warnings | `27` |
| TritonCTS Sinks | `33` |
| Fin Setup TNS | `0 ns` |
| Largest logic family | `simple AND/OR/NAND/NOR gates` |
| RSZ-0062 raised after global routing | `no` |
| Area leader, netlist | `dfrtp_1` |
| Crit path launch | `i[0]` |
| Antenna violations before repair | `0` |
| Post-synth top cells | `35 x nor2_1, 33 x dfrtp_1, 21 x xor2_1` |
| Synth Cell Area | `around 0.0017 mm²` |
| Fill cells | `939` |
| Number of global-route vias before repair | `between 1000 and 1500` |
| Post-CTS setup buffers | `0` |
| Fmax | `around 0.47 GHz` |
| Min-delay src | `i[0]` |
| DRT Pass-1 Iters | `4` |
| Rel. slew slack | `59.4%` |
| Die Width | `116 µm` |
| Worst path bufs/invs | `0` |
| Hold_buf cts | `0` |
| Crit path max-delay cell type | `nor4_4` |
| Crit Path Category | `reg -> reg` |
| Crit path DRT | `about 5 ns` |
| VDD IR max | `86.9 µV` |
| Vias | `1226` |
| Clock Tree Buf Depth | `2` |
| Critical path, cell by cell | `ha_1 -> nand3_1 -> nor4_4 -> nand4_1 -> xor2_1 -> nor2_1` |
| R2R depth | `6` |
| HPWL Detailed | `between 2000 and 2500 µm` |
| Init Core Util | `between 10% and 20%` |
| Post-cts resize count | `0` |
| Family with the most delay on the worst path | `simple AND/OR/NAND/NOR gates` |
| Worst Path Max Fanout | `10` |
| First-pass GRT wire length | `between 5000 and 6000 µm` |
| # DRC | `0` |
| Library cells used by synthesis | `33` |
| Core box area | `0.00885 mm²` |
| # diodes | `0` |
| CTS clock-pin slew for the worst setup and hold paths | `0.07 ns` |
| Tcrit/Tclk final | `around 44%` |
| Final worst path period need | `between 2 and 2.5 ns` |
| Worst Hold Depth | `1` |
| Max-cap violations | `0` |
| Chip area | `0.0135 mm²` |
| Post-synthesis async set-or-reset flop share | `100%` |
| Share of layout cells above drive strength 1 | `9.34%` |
| Net switching power | `0.104 mW` |
| Routed WL | `approximately 3200 µm` |
| Switching part of the total | `between 20% and 30%` |
| Critical Path Stages | `6` |
| Synth Area in Compound Gates | `3.23%` |
| Final Setup Violations | `0` |
| Std cell rows | `34` |
| Ys flops | `33` |
| Sequential Power Share | `between 50% and 60%` |
| Final ANT Viol Nets | `0` |
| TritonCTS clock tree | `built` |
| IO Pins | `3` |
| And+or+nand+nor area frac | `30.6%` |
| Register area | `826 µm²` |
| Post-Synth Adder-Cell Area | `under 10%` |
| Yosys xor share | `13.6%` |
| Layout Skew | `0.00542 ns` |
| Clock Root Buffer | `clkbuf_8` |
| Mux frac, synth | `0%` |
| Fin. Hold Viols | `0` |
| LEAKAGE | `0.898 nW` |
| H-tree levels | `2` |
| Worst-skew pair later-pin latency | `0.28 ns` |
| CP startpoint kind | `register` |
| Max incr delay on CP | `0.61 ns` |
| Final Max Tran Viols | `0` |
| Total GRT Usage | `between 4 and 5%` |
| Clock Power Share | `44.4%` |
| CTS buffer count | `5` |
| PortBufs | `2` |
| Post-synth EDFFs | `0` |
| Top cell area share | `47.4%` |
| Largest net degree at the start of global routing | `34` |
| Ys cells | `178` |
| GPL Wtd Cong | `~0.8` |
| Total power draw | `roughly 0.51 mW` |
| Area Growth Syn to Fin | `13.4%` |
| Die H | `116 µm` |
| Synth Seq Share | `47.4%` |
| Syn avg cell area | `9.78 µm²` |
| Gr ovfl total | `0` |
| Slew at the pin closest to its max-slew limit | `0.605 ns` |
| Yosys stat area | `between 0.0015 and 0.002 mm²` |
| Hold Path Class | `reg -> reg` |
| DR vias/cell | `between 4 and 5` |
| Top-count cell post-synth | `nor2_1` |
| Synth area leaders | `dfrtp_1 47%, xor2_1 11%, nor2_1 7.5%` |
| Final Util | `22.3%` |
| Synthesized instance count | `178` |
| Combinational power share | `1.3%` |
| Synth warn | `1` |
| Main flop type | `dfrtp_1` |
| Crit path capture type | `register` |
## cell families (layout without fill, tap and decap cells)
group           after synthesis  in the layout
fa+ha+maj                     3              3
simple gates                 95             95
buf+inv                      11             15
flops                        33             33
xor+xnor                     27             27
compound gates                9              9
## path summary, 6_finish.rpt
check | end | slack [ns]
setup reg to reg | i[24] | 2.68
setup / recovery | i[24] | 2.68
max in group asynchronous | i[6] | 3.42
hold / removal | i[0] | 0.56
min in group asynchronous | i[27] | 1.08
hold reg to reg | i[0] | 0.56
## flip-flops by register name (all words and copies together), names as in the netlist
signal and cells:
i 32, clk_out 1
## metal layers
layer  wire length [µm]  global-route usage (%)
met5                  0                       0
met4                 37                   0.751
met3                120                    1.47
met2               1320                    6.90
met1               1710                    7.65
## final cells by class
type / instances / share of cell area (%)
Multi-Input combinational cell: 134 / 43.9
Sequential cell: 33 / 41.8
Tap cell: 108 / 6.84
Clock buffer: 7 / 4.88
Timing Repair Buffer: 4 / 1.77
Inverter: 3 / 0.570
Clock inverter: 1 / 0.253
## through the flow
step	hold WS, ns	worst slack [ns]	cells	instance area [µm²]
6_report	0.561	2.68	290	1980
5_1_grt	0.612	2.40	290	1980
4_1_cts	0.563	2.68	290	1980
3_5_place_dp	0.548	2.70	282	1870
3_3_place_gp	0.539	2.77	282	1870
2_1_floorplan	0.486	3.01	178	1740
## cells in the final DEF (no fill, tap or decap), drive strengths merged, types with 6 or more instances in the layout
cell type,instances
clkbuf,7
dfrtp,33
nand2,11
nand3,14
nand4,10
nor2,35
nor4,6
xnor2,6
xor2,21
## power by group through the flow
| stage | Sequential [mW] | Clock (mW) | Combinational, mW |
|---|---|---|---|
| CTS | 0.278 | 0.233 | 0.00743 |
| global route | 0.278 | 0.247 | 0.00815 |
| finish | 0.278 | 0.228 | 0.00682 |
No activity file was given, so power comes from the tool's default toggle rates.
